==> flow/run.sh <==
#!/bin/bash
# OpenROAD 26Q1-2900-gdf79404cd8, Yosys 0.63+post, stock flow scripts
make -C /OpenROAD-flow-scripts/flow DESIGN_CONFIG=/design/flow/config.mk WORK_HOME=/design/flow/orfs finish
==> flow/config.mk <==
export PLATFORM = sky130hd
export DESIGN_NAME = part1
export DESIGN_NICKNAME = part1
export VERILOG_FILES = /design/flow/design.v
export SDC_FILE = /design/flow/constraint.sdc
export NUM_CORES = 4
export LEC_CHECK = 1
export CORE_AREA = 10 10 95 95
export DIE_AREA = 0 0 105 105
==> flow/constraint.sdc <==
current_design part1

set clk_period 5.8
set clk_io_pct 0.2

create_clock -name clk0 -period $clk_period [get_ports {CLOCK_50}]

set non_clock_inputs [all_inputs -no_clocks]
set_input_delay [expr $clk_period * $clk_io_pct] -clock clk0 $non_clock_inputs
set_output_delay [expr $clk_period * $clk_io_pct] -clock clk0 [all_outputs]
==> flow/design.v <==
module hexto7segment(x,y);
          input[1:0] x;
			 reg[6:0] z;
			 output[6:0] y;
always @*
case (x)
2'b00 :      	 
z = 7'b0001100;
2'b01 :    		 
z = 7'b0001000;
2'b11 :  		 
z = 7'b0010010; 
2'b10 :  		 
z = 7'b0010010; 
endcase
assign y = z;
endmodule
module part1(CLOCK_50,HEX0,HEX1,HEX2,HEX3);
		input	CLOCK_50;
		output[6:0] HEX0,HEX1,HEX2,HEX3;
		reg newClock;
		reg[27:0] counter;
		reg[1:0] Q;
		always @(posedge CLOCK_50)
				begin
					counter <= counter + 1;
					if(counter == 25000000)
					begin
						newClock <= ~newClock;
						counter <= 0;
					end
				end
		always @(posedge newClock) 
			begin
			Q <= Q + 1;
			end
			shifter_decoder S1(Q,HEX3,HEX2,HEX1,HEX0);
endmodule
module shifter_decoder(a,h3,h2,h1,h0);
		input[1:0] a;
		output[6:0] h3,h2,h1,h0;
		reg[1:0] h33,h22,h11,h00;
		always @*
		case(a)
		2'b00:
		begin
		h33 = 2'b00;
		h22 = 2'b01;
		h11 = 2'b11;
		h00 = 2'b10;
		end
		2'b01:
		begin
		h33 = 2'b10;
		h22 = 2'b00;
		h11 = 2'b01;
		h00 = 2'b11;
		end
		2'b10:
		begin
		h33 = 2'b11;
		h22 = 2'b10;
		h11 = 2'b00;
		h00 = 2'b01;
		end
		2'b11:
		begin
		h33 = 2'b01;
		h22 = 2'b11;
		h11 = 2'b10;
		h00 = 2'b00;
		end
		endcase
		hexto7segment H3(h33,h3);
		hexto7segment H2(h22,h2);
		hexto7segment H1(h11,h1);
		hexto7segment H0(h00,h0);
endmodule
==> run_results.csv <==
group,metric,value,unit
cts,post_cts_buffers,0,
worst_setup_path,critPathTopFamily,"simple AND/OR/NAND/NOR gates",
worst_setup_path,worstPathArrival,2.05,ns
run,warnings,29,
sta,rsz0062_at_grt,"false",
worst_setup_path,cp_num_buf_inv,2,
final_layout,design_area,1880,sq um
grt,grt_start_max_net_pins,12,
sta,fmax,484,MHz
route,diodes,0,
cts,cts_hold_buf,0,
route,vias,1267,
grt,antenna_found_initial,0,
synthesis,ys_cells,181,
worst_setup_path,required,5.78,ns
power,finalPower,380,uW
floorplan,std_cell_rows,30,
cts,cts_tree,"yes",
run,drv_cap,0,
final_layout,area_delta_synth_final,17.8,%
sta,fin_crit,2.07,ns
sta,hold_violations,0,
final_layout,n_fill_cell,729,
synthesis,yosys_warnings,3,
route,wl,3.18,mm
floorplan,core,6910,sq um
placed_design,dpl.cell_count,285,
cts,clk_pin_slew,0.06,ns
synthesis,synth_cell_type_count,32,
grt,grt_overflow,0,
grt,grt_pass1_wl,5.39,mm
worst_setup_path,crit_slowest_cell,"nor4_2",
worst_setup_path,worstSetupEndpointType,"register",
cts,cts.path.max_buffers,2,
power,vdd_drop_max,0.0777,mV
floorplan,dieHeight,105,microns
floorplan,die_w,105,microns
power,p_per_area,202,nW/um^2
synthesis,ys_area,1600,sq um
synthesis,avgSynthCellArea,8.83,sq um
sta,unclocked_pins,2,
run_status,status,"finished, final reports clean",
grt,track_usage,5.53,%
sta,setup-tns-final,0,ns
hold_path,min_path_type,"reg2reg",
worst_setup_path,worstSetupPathType,"reg2reg",
final_layout,logic_area,820,sq um
synthesis,synthCells,181,
synthesis,top_cell_area_share,37.6,%
sta,post-route-period-util,35.7,%
synthesis,area_leaders,"dfxtp_1, buf_4, xnor2_1",
cts,cts_made_buffers,5,
worst_setup_path,worstPathMaxFanout,11,
final_layout,drive_gt1_share,7.11,%
route,wl_per_cell,10.9,microns
sta,setup_violations,0,
sta,slew_headroom,41.6,%
synthesis,ys_seq_elements,31,
sta,fin_worst_skew,0.00222,ns
grt,grt_pass1_vias,1172,
floorplan,ios,29,
placed_design,place.gp.congestion,0.813,
placed_design,port_buffers,16,
route,drc,0,
route,first_iter_violations,76,
synthesis,top_area_cell,"dfxtp_1",
cts,htree_levels,2,
cts,cts_root_buffer,"clkbuf_8",
final_layout,final_cells,293,
worst_setup_path,critPathMaxStageDelay,0.58,ns
sta,final_max_slew_viol_count,0,
cts,clkLatencyLatePin,0.28,ns
worst_setup_path,path_cells,"inv_1 -> ha_1 -> nor4b_1 -> nand3_1 -> nor4_2 -> buf_4",
synthesis,ys_seq_share,39.4,%
final_layout,seq_area,631,sq um
floorplan,die-area,11000,sq um
route,final_antenna_net_count,0,
route,first_pass_iters,4,
synthesis,synth_area,1600,sq um
cts,post_cts_resized,0,
worst_setup_path,critPathLaunchType,"register",
sta,worstMarginPinSlew,0.870,ns
placed_design,dp_hpwl,2.44,mm
route,routed_via_density,4.32,
sta,untimed_endpoints,18,
power,power.leakage,0.000670,uW
placed_design,placed_area,1780,sq um
floorplan,fp_util,23.2,%
==> cell type report <==
class                      instances  share of cell area (%)
multi-input combinational        129                    43.5
sequential                        31                    33.5
timing repair buffer              17                    8.90
tap                               96                    6.37
clock buffer                       7                    5.11
inverter                          12                    2.39
clock inverter                     1                   0.266
==> cell usage in the layout (no fill, tap or decap), types with 3 or more instances in the layout <==
cell type | synthesis | layout
a21oi_1 | 8 | 8
and3_1 | 7 | 7
and4_1 | 4 | 4
clkbuf_8 | 0 | 7
clkdlybuf4s50_1 | 0 | 16
conb_1 | 1 | 12
dfxtp_1 | 30 | 30
ha_1 | 6 | 6
inv_1 | 12 | 12
nand2_1 | 7 | 7
nand3_1 | 13 | 13
nand4_1 | 10 | 10
nor2_1 | 11 | 11
nor4_1 | 4 | 4
o21ai_0 | 6 | 6
or3_1 | 4 | 4
or4_1 | 3 | 3
xnor2_1 | 15 | 15
xor2_1 | 3 | 3
==> worst paths after layout <==
kind / endpoint / slack [ns] / startpoint / depth (start not counted)
worst min register to register: counter[27]$_SDFF_PN0_ / 0.47 / counter[27]$_SDFF_PN0_ / 1
worst min-delay path: counter[27]$_SDFF_PN0_ / 0.47 / counter[27]$_SDFF_PN0_ / 1
worst max-delay path: newClock$_DFFE_PN_ / 3.73 / counter[0]$_SDFF_PN0_ / 6
worst max register to register: newClock$_DFFE_PN_ / 3.73 / counter[0]$_SDFF_PN0_ / 6
==> sequential cells by signal, indices dropped and copies added (netlist names) <==
register,count
Q,2
counter,28
newClock,1
==> per-layer routing <==
layer | up-vias | global-route usage (%) | wire length [microns] | share of wire, %
li1 | 635 | - | - | -
met1 | 592 | 8.04 | 1600 | 50
met2 | 35 | 8.05 | 1330 | 42
met3 | 5 | 1.43 | 188 | 5.9
met4 | 0 | 1.18 | 60 | 1.9
met5 | - | 0 | 0 | 0
==> cell usage after synthesis (all sizes together) <==
master   n
a21oi    8
nor4     5
o21ai    6
conb     1
nor2b    1
buf     20
nor2    11
and4     4
o31ai    1
ha       6
xnor2   15
a31o     1
or4      3
nor4bb   1
nand2    8
nand3   14
nor3     2
dfxtp   30
nand4   10
edfxtp   1
or3      4
nor4b    2
nand4b   2
and2     2
and3     7
xor2     3
or2      1
inv     12
==> stage by stage <==
step / hold slack (ns) / setup WS, ns / util, %
finish: 0.469 / 3.73 / 27.3
global route: 0.485 / 3.58 / 27.3
CTS: 0.477 / 3.74 / 27.3
detailed placement: 0.463 / 3.76 / 25.8
global placement: 0.468 / 3.82 / 25.8
floorplan: 0.435 / 3.94 / -
==> worst register-to-register path, stage by stage (launching register included) <==
cell and delay, ns:
dfxtp_1 0.35, inv_1 0.07, ha_1 0.13, nor4b_1 0.22, nand3_1 0.12, nor4_2 0.58, buf_4 0.29
==> cells by family (layout without fill, tap and decap cells) <==
kind of cell / after synthesis / count (layout) / share of synthesized area, %
other: 1 / 12 / 0.235
adder cells (fa/ha/maj): 6 / 6 / 4.69
XOR/XNOR: 18 / 18 / 9.86
AND-OR/OR-AND: 16 / 16 / 5.40
AND/OR/NAND/NOR: 77 / 77 / 28.5
buffers and inverters: 32 / 37 / 11.9
flip-flops: 31 / 31 / 39.4
==> power by group <==
| group | total [uW] | switching [uW] | internal [uW] |
|---|---|---|---|
| sequential | 200 | 0 | 200 |
| clock | 180 | 72.9 | 107 |
| combinational | 0.394 | 0.394 | 0 |
| total | 380 | 73.3 | 307 |
Power and IR drop assume default switching activity.
