--- design/flow/config.mk ---
export PLATFORM = sky130hd
export DESIGN_NAME = EX1
export DESIGN_NICKNAME = EX1
export VERILOG_FILES = /design/flow/design.v
export SDC_FILE = /design/flow/constraint.sdc
export NUM_CORES = 4
export LEC_CHECK = 1
export CORE_AREA = 10 10 70 70
export DIE_AREA = 0 0 80 80
--- design/flow/constraint.sdc ---
current_design EX1

set clk_period 1.1
set clk_io_pct 0.2

create_clock -name clk0 -period $clk_period [get_ports {KEY}]

set non_clock_inputs [all_inputs -no_clocks]
set_input_delay [expr $clk_period * $clk_io_pct] -clock clk0 $non_clock_inputs
set_output_delay [expr $clk_period * $clk_io_pct] -clock clk0 [all_outputs]
--- design/flow/design.v ---
module EX1(SW,KEY,LEDR);
input [9:0] SW;
input [0:3] KEY;
output [7:0] LEDR;
wire [7:0] Q;
parameter m=7;
mux1 firstmx(1,0,SW[8],out_1);
mux2dff firstdff(SW[m-0],out_1,SW[9],KEY[0],LEDR[m-7]);
mux1 firstmx1(LEDR[0],0,SW[8],out_11);
mux2dff firstdff1(SW[m-1],out_11,SW[9],KEY[0],LEDR[m-6]);
mux1 firstmx2(1,LEDR[m-6],SW[8],out_2);
mux2dff firstdff2(SW[m-2],out_2,SW[9],KEY[0],LEDR[m-5]);
mux1 firstmx3(1,LEDR[m-5],SW[8],out_3);
mux2dff firstdff3(SW[m-3],out_3,SW[9],KEY[0],LEDR[m-4]);
mux1 firstmx4(1,LEDR[m-4],SW[8],out_4);
mux2dff firstdff4(SW[m-4],out_4,SW[9],KEY[0],LEDR[m-3]);
mux1 firstmx5(1,LEDR[m-3],SW[8],out_5);
mux2dff firstdff5(SW[m-5],out_5,SW[9],KEY[0],LEDR[m-2]);
mux1 firstmx6(1,LEDR[m-2],SW[8],out_6);
mux2dff firstdff6(SW[m-6],out_6,SW[9],KEY[0],LEDR[m-1]);
mux1 firstmx7(1,LEDR[m-1],SW[8],out_7);
mux2dff firstdff7(SW[m-7],out_7,SW[9],KEY[0],LEDR[m-0]);
endmodule
module mux1(in1,in2,select,out_1);
input in1,in2,select;
output  out_1;
assign out_1=select?in1:in2;
endmodule
module mux2dff(in1,in2,select,clk,out_2);
parameter n=0;
input [n:0] in1;
input in2,select,clk;
output reg [n:0] out_2;
wire temp=in1[0];
wire temp2=in1[n];
always @(posedge clk)
if (select == in2)
begin 
	out_2=in1[n:0]>>1;
	out_2[n]=temp;
	end
else if(select & in2)
begin
	out_2=in1[n:0]<<1;
	out_2[0]=temp2;
end
else if(~(select | in2))
out_2<=in1;
endmodule
--- design/flow/run.sh ---
#!/bin/bash
# OpenROAD 26Q1-2900-gdf79404cd8, Yosys 0.63+post, stock flow scripts
make -C /OpenROAD-flow-scripts/flow DESIGN_CONFIG=/design/flow/config.mk WORK_HOME=/design/flow/orfs finish
==> run notes <==
This memo summarizes the results of the implementation run.

Die
During I/O placement, the number of pins put on the boundary was 22. The vertical die dimension is 80 um. For reference, the placement row count at floorplan is 21. According to the floorplan report, the total die area is between 6000 and 7000 um^2.

Per the OpenROAD floorplan log, the area of the core is roughly 3400 um^2. Per the OpenROAD floorplan log, the width of the die is 80 um. Before placement the cells fill between 10% and 20% of the core.

Placed design
Port buffering added 18 buffers. The cell area after placement is 637 um^2. Once placement completed, the tool counted placed cells totaling 91. RePlAce ended its routability-driven mode at a weighted congestion of between 0.6 and 0.7.

Logic synthesis
Counting distinct cell types in the post-synthesis netlist gives 8. Dividing the synthesized area by the synthesized cell count gives 13.2 um^2. Counting flops and latches in the post-synthesis netlist gives 8. The synthesized netlist cell count is 33. The summed standard-cell area reported by yosys is 435 um^2. The sequential cell area fraction in the yosys report is 55.2%.

After synthesis the cells add up to roughly 440 um^2. The yosys cell count is 33. Warnings reported by Yosys during synthesis add up to 18.

Clocking
Counting the buffers created by CTS gives 3. In this run the number of H-tree levels came out at 1. CTS reports a maximum clock tree buffer depth of 2. The clock net sink count is 8. Looking at the worst setup and hold paths, the clock pins of their registers show a slew of 0.04 ns. For the worst-skew pair, the clock arrives at the later sink with an insertion delay of about 0.22 ns. The cell chosen for the clock root is clkbuf_4. The clock tree from TritonCTS is yes.

STA
The max-slew violation count is 0. Setup repair after global routing left no endpoint under its margin. The transition time at the pin with the least slew margin is about 0.14 ns. The worst-case max-slew headroom was logged as about nine tenths. For this run, the top clock speed supported by timing is 907 MHz. The count of final setup violators is 3. After layout, the minimum clock period comes to 1.10 ns.

The clock tree skew after final layout is 0 ns. For reference, the final report shows the hold violation count at 0. The post-route clock period utilization is 100%. The worst hold slack is 0.549 ns.

The critical path in the final layout is reported with a setup slack of -0.00304 ns.

Route
The pre-antenna-repair detailed-routing pass consisted of 4 iterations. Per the detailed-route log, wirelength across all metal layers totals 932 um. The post-detailed-route DRC marker count is 0. Dividing the detail-routed via count by the number of cells gives 2.63.

The via total after detailed routing is about 260. The number of routed nets with antenna violations is 0. The number of inserted diodes is 0. The detailed router's first-iteration violation count is 8. The average wire per cell in the routed design is 9.51 um.

Global route
The pin count of the biggest net entering global routing is 9. The aggregate global-route resource usage is under 10%. The via count of the first global-routing pass is 257. The total global routing overflow is 0.

The first global-routing pass estimated 1340 um of wire. The initial antenna violation count is 0.

Hold path
The worst min-delay path class is in2reg. The number of cells on the worst hold path is listed as 1.

Worst setup path
STA classifies the critical path endpoint as a flop. The category of the worst setup path launch point is an input pin. The maximum net fanout on the critical path is 8. Logic depth along the worst register-to-register path is recorded as 3. The critical setup path kind is in2reg. The data arrival time of the critical path is approximately 1.0 ns. The data required time at the worst endpoint is 1.03 ns.

Cells and area
Per the run report, area growth between synthesis and finish was 63.5%. Leaving out filler cells and counting taps, the final layout contains 98. For the completed layout, the total cell area is recorded as between 700 and 800 um^2. Cells with a size suffix above 1 make up approximately 46% of the layout.

Run status
The run finished, with violations left. The final reports fail on negative setup slack.

Pwr
The fraction of power spent switching nets is 18.0%. The maximum resistive drop on vdd is between 0.0003 and 0.0004 V. In this run the power density over the cells is 1050 nW/um^2. Of the total power, the clock network draws roughly a quarter.

The fraction of power consumed by combinational cells is 24.2%. Per the OpenROAD power report, leakage power amounts to 0.272 nW. The cell-internal power is about 0.61 mW.

The script extracted a net switching power of 0.135 mW. Of the total power, registers draw between 50% and 60%.

Flow run
The max capacitance violation total is 0. The count of warning messages emitted by the tools is 49.
## worst paths after layout
| kind | start | endpoint | slack [ns] |
|---|---|---|---|
| setup reg to reg | firstdff6.out_2 | firstdff7.out_2 | 0.05 |
| hold reg to reg | firstdff5.out_2 | firstdff6.out_2 | 0.67 |
| hold / removal | SW[2] | firstdff5.out_2 | 0.55 |
| setup / recovery | SW[9] | firstdff4.out_2 | -0.003 |
## state kept, by name, indices dropped and copies added (netlist names)
register and flops:
firstdff7.out_2 1, firstdff4.out_2 1, firstdff1.out_2 1, firstdff.out_2 1
firstdff5.out_2 1, firstdff2.out_2 1, firstdff6.out_2 1, firstdff3.out_2 1
## placed cells by master (no fill, tap or decap), drive strengths merged
master / n
buf: 9
clkbuf: 7
clkdlybuf4s15: 2
clkdlybuf4s50: 9
dlygate4sd2: 2
edfxtp: 8
nand2: 1
nor2: 6
xnor2: 1
xor2: 7
## worst max-delay path, stage by stage
cell	delay (ns)
clkdlybuf4s50_1	0.50
buf_12	0.15
xor2_1	0.16
## synth_stat cells
master    count  share of area [%]
buf_4         9                 16
nand2_1       1               0.86
nor2_2        5                7.2
nor2_4        1                2.6
edfxtp_1      8                 55
buf_6         1                2.6
xor2_1        7                 14
xnor2_1       1                2.0
## cell families (layout without fill, tap and decap cells)
kind of cell              Yosys count  in the layout  share of synthesized area [%]
xor gates and xnor gates            8              8                           16.1
buffers and inverters              10             29                           18.1
DFF                                 8              8                           55.2
and+or+nand+nor                     7              7                           10.6
## stage by stage
stage                     util (%)  setup WS (ns)  power, mW  TNS (ns)
after floorplan                  -          0.152      0.480         0
after global placement        18.6         -0.306      0.557     -2.10
after detailed placement      18.6         -0.304      0.559     -2.25
after CTS                     20.1        0.00214      0.790         0
after global routing          20.8        0.00258      0.845         0
final                         20.8       -0.00304      0.748  -0.00608
## power by group through the flow
stage / combinational (mW) / sequential (mW) / clock, mW
6_report: 0.181 / 0.389 / 0.178
5_1_grt: 0.195 / 0.392 / 0.259
4_1_cts: 0.170 / 0.386 / 0.234
## cell type report
type                       count  area, um^2
multi-input combinational     15         151
clock buffer                   3        22.5
timing repair buffer          26         240
tap                           46        57.6
sequential                     8         240
fill                         381        2700
## routing by layer
| layer | vias up | wire, um | part of all wire [%] | global-route usage (%) |
|---|---|---|---|---|
| met5 | - | 0 | 0 | 0 |
| met4 | 0 | 0 | 0 | 0.352 |
| met3 | 0 | 117 | 13 | 2.27 |
| met2 | 13 | 411 | 44 | 3.85 |
| met1 | 110 | 403 | 43 | 3.30 |
| li1 | 135 | - | - | - |
## timing repair
action,CTS,global route
setup buffers,4,0
pin swaps,0,5
hold buffers,0,0
gates resized,18,13
setup endpoints to repair,15,7
hold endpoints to repair,0,0
Power is estimated from default activity; no workload was simulated.
