==> flow/design.v <==
module hexto7segment(x,y);
          input[1:0] x;
			 reg[6:0] z;
			 output[6:0] y;
always @*
case (x)
2'b00 :      	 
z = 7'b0001100;
2'b01 :    		 
z = 7'b0001000;
2'b11 :  		 
z = 7'b0010010; 
2'b10 :  		 
z = 7'b0010010; 
endcase
assign y = z;
endmodule
module part2(SW,KEY,LEDR,HEX3,HEX2,HEX1,HEX0);
		input[17:0] SW;
		input[0:0] KEY;
		output[17:0] LEDR;
		output[6:0]	HEX3,HEX2,HEX1,HEX0;
		wire[15:0] product;
		reg[7:0] A,B;
		always @(posedge KEY[0])
		begin
			if ( SW[8])
			 A <= SW[7:0];
			else if ( SW[9])
			B <= SW[7:0];
		end	
		assign product = A*B;
		hexto7segment H3(product[15:12],HEX3);
		hexto7segment H2(product[11:8],HEX2);
		hexto7segment H1(product[7:4],HEX1);
		hexto7segment H0(product[3:0],HEX0);
		assign LEDR = product;
endmodule 
==> flow/run.sh <==
#!/bin/bash
# OpenROAD 26Q1-2900-gdf79404cd8, Yosys 0.63+post, stock flow scripts
make -C /OpenROAD-flow-scripts/flow DESIGN_CONFIG=/design/flow/config.mk WORK_HOME=/design/flow/orfs finish
==> flow/config.mk <==
export PLATFORM = sky130hd
export DESIGN_NAME = part2
export DESIGN_NICKNAME = part2
export VERILOG_FILES = /design/flow/design.v
export SDC_FILE = /design/flow/constraint.sdc
export NUM_CORES = 4
export LEC_CHECK = 1
export CORE_UTILIZATION = 40
==> flow/constraint.sdc <==
current_design part2

set clk_period 7.6
set clk_io_pct 0.2

create_clock -name clk0 -period $clk_period [get_ports {KEY}]

set non_clock_inputs [all_inputs -no_clocks]
set_input_delay [expr $clk_period * $clk_io_pct] -clock clk0 $non_clock_inputs
set_output_delay [expr $clk_period * $clk_io_pct] -clock clk0 [all_outputs]
==> results.sh <==
# source this file to load flow results
export IMPL_status="finished clean"
export IMPL_path_clk_slew_ps=40
export IMPL_synth_warnings=6
export IMPL_relSlewSlack_pct=51.32
export IMPL_routed_top_layer="met4"
export IMPL_grt_pass1_wl_um=8079
export IMPL_ir_drop_mv=0.1343
export IMPL_final_setup_tns_ps=0
export IMPL_cts_resized=0
export IMPL_met2_length_um=2217
export IMPL_die_size_y_um=86.64
export IMPL_post_cts_setup_buffers=0
export IMPL_slowest_stage="fa_1"
export IMPL_finalCriticalPeriod_ps=6503
export IMPL_path_class="reg -> out"
export IMPL_hold_viol=0
export IMPL_fp_dieW_um=86.64
export IMPL_grt_max_degree=10
export IMPL_max_clock_freq_mhz=153.8
export IMPL_hp_class="in -> reg"
export IMPL_antenna_found_initial=0
export IMPL_cp_arrival_ps=4980
export IMPL_worstMarginPinSlew_ps=728.8
export IMPL_crit_top_cell="fa_1"
export IMPL_ys_cells=299
export IMPL_num_antenna_cells=0
export IMPL_cts_sink_count=16
export IMPL_coreArea_sq_um=6869
export IMPL_cts_max_path_buffers=2
export IMPL_synth_cell_type_count=30
export IMPL_wl_per_cell_um=10.96
export IMPL_cp_start_kind="flip-flop"
export IMPL_ys_ff=16
export IMPL_gp_routability_congestion=0.7887
export IMPL_finalMaxSlewViolations=0
export IMPL_antenna_left=0
export IMPL_cts_root_buf="clkbuf_8"
export IMPL_firstDrtPassIters=4
export IMPL_rows=30
export IMPL_dpl_cell_area_sq_um=3277
export IMPL_cts_hold_buf=0
export IMPL_met3_wirelength_um=185
export IMPL_rsz0062_at_grt="no"
export IMPL_wl_met1_um=2267
export IMPL_cts_tree="done"
export IMPL_grt_ovfl_total=0
export IMPL_worstPathRequired_ps=6080
export IMPL_synthesis_area_sq_um=2865
export IMPL_powerDensity_nw_per_um2=354.7
export IMPL_dp_final_hpwl_um=4045
export IMPL_min_period_over_period_pct=85.57
export IMPL_cts_max_level=1
export IMPL_cts_buffers=3
export IMPL_vias=1993
export IMPL_crit_fanout=8
export IMPL_ios=65
export IMPL_drc_errors=0
export IMPL_p_leak_nw=1.555
export IMPL_grtUsageTotal_pct=14.13
export IMPL_finalWirelength_um=4692
export IMPL_die_area_sq_um=7506
export IMPL_log_warning_count=53
export IMPL_worstSetupEndpointType="output port"
export IMPL_avgViaCountPerCell=4.657
export IMPL_cap_violations=0
export IMPL_setup_viol=0
export IMPL_path_cells="and2_1, fa_1, inv_1, fa_1, fa_1, fa_1, inv_1, ha_1, o21ai_0, o211a_1, nor2_1, a31oi_1, xnor2_1, clkdlybuf4s50_1"
export IMPL_yosysSeqAreaShare_pct=16.77
export IMPL_finalInstanceArea_sq_um=3318
export IMPL_ys_chip_area_sq_um=2865
export IMPL_grt_pass1_vias=1822
export IMPL_area_growth_pct=15.81
export IMPL_numPortBuffers=42
export IMPL_syn_mean_instance_area_sq_um=9.583
export IMPL_fp_util_pct=41.71
export IMPL_drive_gt1_share_pct=2.711
export IMPL_drt_iter0_drc=54
export IMPL_max_stage_delay_ps=540
export IMPL_synth_cells=299
worst max-delay path, delay by kind of cell, from the launching register on:
family                     cells  cell delay (ps)
DFF                            1              500
AOI/OAI and AO/OA              3              600
and+or+nand+nor                2              440
buffers and inverters          3              590
adders and majority gates      5             2400
xor gates and xnor gates       1              240
through the flow:
step	worst slack [ps]	std cells	total power, mW	hold slack, ps	util, %
5_1_grt	752.7	428	1.328	1861	48.31
6_report	1097	428	1.177	1877	48.31
2_1_floorplan	1994	312	0.7093	1619	-
4_1_cts	1033	428	1.205	1852	48.31
3_3_place_gp	1324	425	1.130	2095	47.70
3_5_place_dp	1280	425	1.141	2103	47.70
area by class of cell:
class	count	area [sq um]
multi-input cells	221	2068
well taps	96	120.1
flip-flops and latches	16	480.5
fillers	661	3551
inverters	50	187.7
repair buffers	42	420.4
clock buffers	3	41.29
cells by family (layout without fill, tap and decap cells):
kind of cell               count (synthesis)  count (layout)  synth area share (%)
adders and majority gates                 72              72                 40.87
DFF                                       16              16                 16.77
other                                      1              14                0.1309
AOI/OAI and AO/OA                         33              33                 8.123
xor gates and xnor gates                  16              16                 4.891
and+or+nand+nor                           86              86                 16.46
buffers and inverters                     75              95                 12.75
synthesized netlist by cell type:
master    number  area, sq um
nand4_1        1        6.260
xor2_1         5        43.79
edfxtp_1      16        480.5
fa_1          36        720.7
o21ba_2        2        20.02
nor2b_1        2        12.51
a21o_1         1        7.510
nand3_1        4        20.02
conb_1         1        3.750
buf_2          4        20.02
o22ai_1        2        12.51
and2_1        53        331.6
inv_1         50        187.7
nor2_1        11        41.29
ha_1          36        450.4
o31ai_1        2        15.01
o211a_1        1        10.01
a211oi_2       1        12.51
a21oi_2        1        8.760
nor3_1         1        5.000
nand2b_1       1        6.260
o211ai_1       1        7.510
buf_4         21        157.7
xnor2_1       11        96.34
o21a_1         1        7.510
nand2_1       13        48.80
a21oi_1       10        50.05
a31oi_1        3        18.77
o41ai_2        2        32.53
o21ai_0        6        30.03
placed cells by master, fill, tap and decap left out, drive strengths merged:
| cell type | n |
|---|---|
| and2 | 53 |
| inv | 50 |
| clkdlybuf4s50 | 42 |
| fa | 36 |
| ha | 36 |
| edfxtp | 16 |
| conb | 14 |
| nand2 | 13 |
| xnor2 | 11 |
| nor2 | 11 |
| a21oi | 11 |
| o21ai | 6 |
| xor2 | 5 |
| nand3 | 4 |
| a31oi | 3 |
| clkbuf | 3 |
| o22ai | 2 |
| o41ai | 2 |
| o21ba | 2 |
| o31ai | 2 |
| nor2b | 2 |
| a21o | 1 |
| o211ai | 1 |
| a211oi | 1 |
| o211a | 1 |
| o21a | 1 |
| nand2b | 1 |
| nor3 | 1 |
| nand4 | 1 |
report_power, final:
| group | internal [mW] | switching (mW) |
|---|---|---|
| Clock | 0.0343 | 0.0161 |
| Sequential | 0.105 | 0.0120 |
| Combinational | 0.611 | 0.398 |
path summary, 6_finish.rpt:
check                      start        endpoint  slack (ps)  cells after the start
setup / recovery  B[4]$_DFFE_PP_        LEDR[13]        1100                     14
hold / removal             SW[5]  A[5]$_DFFE_PP_        1880                      1
routing by layer:
| metal | vias up | GRT usage [%] |
|---|---|---|
| met5 | - | 0 |
| met4 | 0 | 0.7576 |
| met3 | 3 | 1.546 |
| met2 | 45 | 22.15 |
| met1 | 961 | 23.56 |
| li1 | 984 | - |
flip-flops by register name, summed over array words and instances, names as in the netlist:
name and cells:
A 8, B 8
Power and IR drop assume default switching activity.
